### /design/flow/run.sh
#!/bin/bash
# OpenROAD 26Q1-2900-gdf79404cd8, Yosys 0.63+post, stock flow scripts
make -C /OpenROAD-flow-scripts/flow DESIGN_CONFIG=/design/flow/config.mk WORK_HOME=/design/flow/orfs finish
### /design/flow/config.mk
export PLATFORM = sky130hd
export DESIGN_NAME = memory
export DESIGN_NICKNAME = memory
export VERILOG_FILES = /design/flow/design.v
export SDC_FILE = /design/flow/constraint.sdc
export NUM_CORES = 4
export LEC_CHECK = 1
export CORE_AREA = 10 10 452 452
export DIE_AREA = 0 0 462 462
### /design/flow/constraint.sdc
current_design memory

set clk_period 10.9
set clk_io_pct 0.2

create_clock -name clk0 -period $clk_period [get_ports {CLK}]

set non_clock_inputs [all_inputs -no_clocks]
set_input_delay [expr $clk_period * $clk_io_pct] -clock clk0 $non_clock_inputs
set_output_delay [expr $clk_period * $clk_io_pct] -clock clk0 [all_outputs]
### /design/flow/design.v
`timescale 1ns / 1ps
module memory(
    input        CLK,
    input        RESET,
    input        WB_STALL,
    input [63:0] MEM_NPC,
    input [63:0] MEM_CSRFD,
    input [63:0] MEM_ALU_RESULT,
    input [63:0] MEM_SR1,
    input [63:0] MEM_SR2,
    input        MEM_V,
    input [63:0] MEM_RFD,
    input        MEM_ECALL,
    input [31:0] MEM_IR,
    output reg [63:0] WB_NPC,
    output reg [31:0] WB_IR,
    output reg [63:0] WB_CSRFD,
    output reg [63:0] WB_ALU_RESULT,
    output reg [63:0] WB_MEM_RESULT,
    output reg        WB_PC_MUX,
    output reg        WB_V,
    output reg [63:0] WB_RFD,
    output reg        WB_ECALL,
    output     [31:0] MEM_IR_OLD,
    output reg        MEM_LAM,
    output reg        MEM_LAF,
    output reg        MEM_SAM,
    output reg        MEM_SAF,
    output            V_MEM_BR_STALL,
    output            V_MEM_TRAP_STALL,
    output            V_MEM_STALL
);
wire [63:0] data_out, data;
wire [1:0] size;
assign we = (MEM_IR[6:0] == 7'b0100011);
assign lam_in = (!we && (MEM_ALU_RESULT & 64'd7)) == 0 ? 1'b0 : 1'b1;
assign sam_in = (we && (MEM_ALU_RESULT & 64'd7)) == 0 ? 1'b0 : 1'b1;
assign size = (MEM_IR[14:12] == 3'b000) ? 2'b00 : (MEM_IR[14:12] == 3'b001) ? 2'b01 : (MEM_IR[14:12] == 3'b010) ? 2'b10 : 2'b11;
memoryFile m0 (.MEM_V(MEM_V), .CLK(CLK), .reset(RESET), .we(we), .size(size), .mem_data(MEM_SR2), .address(MEM_ALU_RESULT), .v_mem_stall(V_MEM_STALL), .data_out(data));
assign MEM_IR_OLD = MEM_IR;
assign data_out = (MEM_IR[14:12] == 3'b000) ? (data&(64'h0FF)) : (MEM_IR[14:12] == 3'b001) ? (data&(64'h0FFFF)) : (MEM_IR[14:12] == 3'b010) ? (data&(64'h0FFFFFFFF)) : (MEM_IR[14:12] == 3'b011) ? data : (MEM_IR[14:12] == 3'b100) ? ((data&(64'h0FF))<<8) : (MEM_IR[14:12] == 3'b101) ? ((data&(64'h0FFFF))<<16) : ((data&(64'h0FFFFFFFF))<<32);
assign V_MEM_BR_STALL = (MEM_IR[6:0] == 7'b1100011 || MEM_IR[6:0] == 7'b1101111 || MEM_IR[6:0] == 7'b1100111) ? 1'd1 : 1'd0;
assign V_MEM_TRAP_STALL = (MEM_IR[27:0] == 28'h0000073) ? 1'd1 : 1'd0;
always @(posedge CLK) begin
    if(RESET) begin 
        WB_V <= 1'b0;
        MEM_LAF <= 1'b0;
        MEM_SAF <= 1'b0;
        WB_PC_MUX <= 1'b0;
        WB_ALU_RESULT <= 0;
        WB_MEM_RESULT <= 0;
        WB_NPC <= 0;
        WB_IR <= 0;
        WB_CSRFD <= 0;
        WB_RFD <= 0;
        WB_ECALL <= 0;
        MEM_LAM <= 0;
        MEM_SAM <= 0;
    end
    else begin
        if (!WB_STALL) begin
            MEM_LAM <= lam_in;
            MEM_SAM <= sam_in;
            WB_NPC <= MEM_NPC;
            WB_ALU_RESULT <= MEM_ALU_RESULT;
            WB_MEM_RESULT <= data_out;
            WB_IR <= MEM_IR;
            WB_CSRFD <= MEM_CSRFD;
            WB_RFD <= MEM_RFD;
            WB_V <= MEM_V;
            WB_ECALL <= MEM_ECALL;
            if(MEM_IR[7:0] == 7'b1101111 || MEM_IR[7:0] == 7'b1100111)begin
                WB_PC_MUX <= 1;
            end
            else if(MEM_IR[7:0] == 7'b1100011)begin
                case(MEM_IR[14:12])
                    3'b000: WB_PC_MUX <= (MEM_SR1 == MEM_SR2);          
                    3'b001: WB_PC_MUX <= (MEM_SR1 != MEM_SR2);          
                    3'b100: WB_PC_MUX <= (MEM_SR1 < MEM_SR2);           
                    3'b101: WB_PC_MUX <= (MEM_SR1 >= MEM_SR2);          
                    3'b110: WB_PC_MUX <= (MEM_SR1 < MEM_SR2);           
                    3'b111:  WB_PC_MUX <= (MEM_SR1 >= MEM_SR2);          
                endcase
            end
            else begin
                WB_PC_MUX <= 0;
            end
        end        
    end
end
endmodule
`timescale 1ns / 1ps
module memoryFile (
    input MEM_V,
    input CLK,
    input reset,
    input we,
    input [1:0] size,
    input [63:0] mem_data,
    input [63:0] address,
    output reg v_mem_stall,
    output [63:0] data_out
);
reg [7:0] memory [15:0];
integer i;
always @(posedge CLK) begin
    if (reset) begin
        v_mem_stall <= 1'b0;  
        memory[0] <= 8'h00;
        memory[1] <= 8'h00;
        memory[2] <= 8'h00;
        memory[3] <= 8'h00;
        memory[4] <= 8'h00;
        memory[5] <= 8'h00;
        memory[6] <= 8'h00;
        memory[7] <= 8'h00;
        for(i = 8*1; i < 15 + 1; i = i + 1) begin
            memory[i] = 'd0;
        end
    end else begin
        if (we && MEM_V) begin
            if (size == 2'b00) begin
                memory[{address[3], 3'b000}] <= mem_data[7:0];
            end else if (size == 2'b01) begin
                memory[{address[3], 3'b001}] <= mem_data[15:8];
                memory[{address[3], 3'b000}] <= mem_data[7:0];
            end else if (size == 2'b10) begin
                memory[{address[3], 3'b011}] <= mem_data[31:24];
                memory[{address[3], 3'b010}] <= mem_data[23:16];
                memory[{address[3], 3'b001}] <= mem_data[15:8];
                memory[{address[3], 3'b000}] <= mem_data[7:0];
            end else if (size == 2'b11) begin
                memory[{address[3], 3'b111}] <= mem_data[63:56];
                memory[{address[3], 3'b110}] <= mem_data[55:48];
                memory[{address[3], 3'b101}] <= mem_data[47:40];
                memory[{address[3], 3'b100}] <= mem_data[39:32];
                memory[{address[3], 3'b011}] <= mem_data[31:24];
                memory[{address[3], 3'b010}] <= mem_data[23:16];
                memory[{address[3], 3'b001}] <= mem_data[15:8];
                memory[{address[3], 3'b000}] <= mem_data[7:0];
            end
        end
    end
end
assign data_out = {memory[{address[3],3'b111}], memory[{address[3],3'b110}], memory[{address[3],3'b101}], memory[{address[3],3'b100}], memory[{address[3],3'b011}], memory[{address[3],3'b010}], memory[{address[3],3'b001}], memory[{address[3],3'b000}]};
endmodule
==> results.yml <==
# synthesis and place-and-route metrics
status:
  status: "complete, no violations"
place:
  post-dp-hpwl_mm: 98.9
  gp_congestion: 0.900
  portBuffers: 811
  dp_slack_ps: 4010
sta:
  setup_viol: 0
  finalHoldViolCount: 0
  clock_skew_ps: 16.3
  fmax_ghz: 0.148
  period_minus_slack_ps: 6730
  slew_headroom_pct: 34.1
  drv_slew: 0
  worst_slew_pin_slew_ps: 961
  min_period_over_period_pct: 61.8
  grt_setup_unrepaired: "false"
  setup_ws_ps: 4170
  totalNegativeSetupSlack_ps: 0
floorplanning:
  initCoreUtil_pct: 10.4
  core-area_mm2: 0.195
  die_w_um: 462
  chip_area_mm2: 0.213
  ios: 815
  rows: 162
  dieHeight_um: 462
grt:
  antenna_found_initial: 33
  met2_usage_pct: 16.4
  globalRouteOverflowTotal: 0
  grt_max_degree: 89
  grt_use_total_pct: 10.8
  use_met1_pct: 12.1
  met3_usage_pct: 7.89
  grt_pass1_wl_mm: 154
  top_usage_layer: "met2"
  grt_pass1_vias: 17215
detailed_routing:
  ant_nets: 0
  dr.pass1.iters: 5
  wire_per_inst_um: 22.7
  vias: 17542
  drtIter0Drc: 877
  drt_wl_total_mm: 120
  drc: 0
  vias_per_cell: 3.30
setup_path:
  rr_worst_depth: 6
  critPathLaunchType: "input pin"
  cp_max_fo: 3
  regToRegStartpoint: "WB_PC_MUX$_SDFFE_PP0P_"
  ff2ff_setup_slack_ps: 9050
  r2r-end: "WB_PC_MUX$_SDFFE_PP0P_"
  crit_start: "MEM_IR[11]"
  worstSetupPathType: "in -> out"
  critPathRequiredTime_ps: 8720
  cp-end-kind: "primary output"
  arrival_ps: 4550
logic_synthesis:
  syn_area_per_cell_um2: 10.4
  ys_types: 45
  synthMuxAreaShare_pct: 17.6
  area_leaders: "dfxtp_1 35%, edfxtp_1 19%, mux2i_1 18%"
  yosysWarnings: 5
  ys_sh_simple_pct: 12.9
  yosys_cells: 1948
  numSynthFlops: 485
  yosys.area.top_type: "dfxtp_1"
  ys_area_mm2: 0.0202
  synth-main-ff-cell: "dfxtp_1"
  yosys-dominant-comb-family: "multiplexers"
  yosysSeqAreaShare_pct: 54.5
  syn_inst: 1948
  edf_count: 128
  top_area_share_pct: 35.4
  async_reset_ff_share_pct: 0
  synthAoiAreaFrac_pct: 5.92
  syn_area_mm2: 0.0202
  xor_area_share_pct: 0
  adder_share_pct: 3.97
cells_and_area:
  regArea_mm2: 0.0110
  drive_above_1_share_pct: 5.94
  post-route-util_pct: 17.2
  combGateArea_mm2: 0.00822
  final_common_cell: "clkdlybuf4s50_1"
  final_layout_top_logic_cells: "808 x clkdlybuf4s50_1, 357 x dfxtp_1, 355 x mux2i_1"
  area_growth_pct: 65.9
  nFillCells: 21410
flow_run:
  maxCapViolCount: 0
  tool_warnings: 25
clock_tree:
  post_cts_buffers: 0
  cts_resized: 0
  cts.clk_slew.worst_paths_ps: 50
  clock.latency.late_pin_ps: 680
  cts_buffers: 67
  cts_root_buf: "clkbuf_16"
  h-tree-depth: 3
  cts_hold_buffers: 0
  tritoncts: "done"
  clk_path_buf_depth: 3
  cts.sinks: 485
worst_hold_path:
  hold_depth: 2
  hold_path.class: "reg -> reg"
  min_from: "WB_MEM_RESULT[25]$_SDFFE_PP0N_"
  hold-path-endpoint: "WB_MEM_RESULT[25]$_SDFFE_PP0N_"
power:
  leakage_uw: 0.0128
  finalPower_uw: 5050
  p_per_area_mw_per_mm2: 151
  irDropWorstVdd_uv: 101
-- how the worst max path moves through the flow --
stage	cells after the start	to	slack (ps)
6_report	6	V_MEM_TRAP_STALL	4170
5_1_grt	6	V_MEM_TRAP_STALL	4020
4_1_cts	6	V_MEM_TRAP_STALL	3970
-- stage by stage --
step,hold WS (ps),std cells,cell area [µm²]
4_1_cts,461,5302,33500
2_1_floorplan,426,1950,20200
6_report,463,5308,33500
5_1_grt,479,5306,33500
3_3_place_gp,452,5181,31100
3_5_place_dp,453,5181,31100
-- report_power, final --
part / internal [µW] / switching, µW / leakage [µW] / total, µW
Combinational: 388 / 344 / 0.00753 / 732
Sequential: 1950 / 47.7 / 0.00416 / 1990
Clock: 1400 / 925 / 0.00111 / 2320
Total: 3730 / 1320 / 0.0128 / 5050
-- cells in the mapped netlist (7+ instances only) --
library cell	number
dfxtp_1	357
nand3_1	7
o22ai_1	56
nor3_1	131
edfxtp_1	128
buf_1	48
a22oi_1	33
o21ai_0	10
inv_1	71
nand4_1	16
clkbuf_1	85
buf_4	35
ha_1	64
nand2_1	64
mux2i_1	355
and3_1	8
o21ai_1	14
nor2_1	352
a21oi_1	65
-- logic make-up after synthesis --
family,Yosys count
AND-OR/OR-AND,197
adder cells (fa/ha/maj),64
buffers and inverters,242
flip-flops,485
multiplexers,355
other,1
AND/OR/NAND/NOR,604
-- worst max-delay path: stages --
cell and delay [ps]:
clkdlybuf4s50_1 460, nor4_1 360, nand4_1 400, buf_4 310
nor3_1 290, clkdlybuf4s50_1 540
-- metal layers --
| metal | wire length (µm) | vias to the layer above |
|---|---|---|
| met5 | 148 | - |
| met4 | 3390 | 6 |
| met3 | 19900 | 171 |
| met2 | 52900 | 830 |
| met1 | 44000 | 8190 |
| li1 | - | 8345 |
-- area by class of cell --
class / count / area share, %
clock inverters: 25 / 1.16
multi-input cells: 1223 / 24.5
diodes: 6 / 0.0448
well taps: 2542 / 9.50
repair buffers: 857 / 25.3
clock buffers: 96 / 5.79
inverters: 74 / 0.829
flip-flops and latches: 485 / 32.8
-- state kept, by name, indices dropped and copies added (netlist names), 32 cells and up --
name	count
WB_ALU_RESULT	64
WB_RFD	64
WB_IR	32
m0.memory	128
WB_CSRFD	64
WB_NPC	64
WB_MEM_RESULT	64
No activity file was given, so power comes from the tool's default toggle rates.
