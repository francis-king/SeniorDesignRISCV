**flow/design.v**
```verilog
`timescale 1ns / 1ps
module execute(EXE_NPC, EXE_CSRFD, EXE_ALU1, EXE_ALU2, EXE_IR,
               EXE_V, EXE_RFD, MEM_NPC, MEM_ALU_RESULT, MEM_IR,
               MEM_SR2, MEM_SR1, MEM_V, MEM_CSRFD, MEM_RFD,clk, V_MEM_STALL, MEM_ECALL, EXE_ECALL, RESET,
               V_AGEX_BR_STALL, EXE_IR_OLD, V_AGEX_TRAP_STALL);
input clk;
input EXE_V;
input V_MEM_STALL;
input RESET;
input EXE_ECALL;
input [31:0] EXE_IR;
input [63:0] EXE_NPC, EXE_CSRFD, EXE_ALU1, EXE_ALU2;
input [63:0] EXE_RFD;
output reg MEM_ECALL;
output reg[31:0] MEM_IR;
output [31:0] EXE_IR_OLD;
output reg [63:0] MEM_NPC, MEM_ALU_RESULT, MEM_SR2, MEM_SR1,
              MEM_CSRFD, MEM_RFD;
output reg MEM_V;
output V_AGEX_BR_STALL;
output V_AGEX_TRAP_STALL;
wire [63:0] csrresult;
wire [63:0] alu_A, alu_B, EXE_PC, temp_div;
wire [63:0] tempsum, tempshiftright, tempshiftleft, tempsubab, tempblah;
assign tempsum = alu_A + alu_B;
assign tempshiftright = alu_A >> alu_B[4:0];
assign tempshiftleft = alu_A << alu_B[4:0];
assign tempsubab = alu_A - alu_B;
assign tempblah = ((alu_A[31]) ? {32'hFFFFFFFF, alu_A[31:0]} : {32'd0, alu_A[31:0]}) >>> alu_B[4:0];
wire [127:0] temp_mul_uu, temp_mul_ss, temp_mul_su;
assign EXE_PC = EXE_NPC - 'd4;
assign temp_mul_uu = $unsigned(alu_A) * $unsigned(alu_B);
assign temp_mul_ss = $signed(alu_A) * $signed(alu_B);
assign temp_mul_su = $signed(alu_A) * $unsigned(alu_B);
assign alu_A = ((EXE_IR[6:0] == 7'b0000011) || (EXE_IR[6:0] == 0010111) ||
                (EXE_IR[6:0] == 7'b0100011) || (EXE_IR[6:0] == 7'b1101111) ||
                (EXE_IR[6:0] == 7'b1100111))? EXE_PC : EXE_ALU1;
assign alu_B = EXE_ALU2;
assign V_AGEX_BR_STALL = (EXE_IR[6:0] == 7'b1100011 || EXE_IR[6:0] == 7'b1101111 || EXE_IR[6:0] == 7'b1100111) ? 1'd1 : 1'd0;
assign V_AGEX_TRAP_STALL = (EXE_IR[27:0] == 28'h0000073) ? 1'd1 : 1'd0;
assign EXE_IR_OLD = EXE_IR;
always @(posedge clk) begin
    if(RESET)begin
        MEM_NPC <= 0;
        MEM_ECALL <= 0;
        MEM_IR <= 0;
        MEM_SR1 <= 0;
        MEM_SR2 <= 0;
        MEM_CSRFD <= 0;
        MEM_RFD <= 0;
        MEM_V <= 0;
        MEM_ALU_RESULT <= 0;
    end
    else if(EXE_V && !V_MEM_STALL) begin
        MEM_NPC <= EXE_NPC;
        MEM_ECALL <= EXE_ECALL;
        MEM_IR <= EXE_IR;
        MEM_SR1 <= EXE_ALU1;
        MEM_SR2 <= EXE_ALU2;
        MEM_CSRFD <= EXE_CSRFD;
        MEM_RFD <= csrresult;
        MEM_V <= EXE_V;
    if (EXE_IR[6:0] == 7'b0110111) begin
        MEM_ALU_RESULT <= alu_B;
    end else if ((EXE_IR[6:0] == 7'b0010111) || (EXE_IR[6:0] == 7'b1101111) || (EXE_IR[6:0] == 7'b1100111) || (EXE_IR[6:0] == 7'b0000011) || (EXE_IR[6:0] == 7'b0100011)) begin
        MEM_ALU_RESULT <= alu_A + alu_B;
    end else if (EXE_IR[6:0] == 7'b0010011) begin
        case (EXE_IR[14:12])
            3'd0:begin
                MEM_ALU_RESULT <= alu_A + alu_B;
            end
            3'd1: begin
                MEM_ALU_RESULT <= alu_A << alu_B[5:0];
            end
            3'd2:begin
                MEM_ALU_RESULT <= ($signed(alu_A) < $signed(alu_B)) ? (1'd1) : 1'd0;
            end
            3'd3:begin
                MEM_ALU_RESULT <= ($unsigned(alu_A) < $unsigned(alu_B)) ? (1'd1) : 1'd0;
            end
            3'd4: begin
                MEM_ALU_RESULT <= alu_A ^ alu_B;
            end
            3'd5: begin
                if (EXE_IR[30]) begin
                    MEM_ALU_RESULT <= alu_A >>> alu_B[5:0]; 
                end else begin
                    MEM_ALU_RESULT <= alu_A >> alu_B[5:0]; 
                end
            end
            3'd6: begin
                MEM_ALU_RESULT <= alu_A | alu_B;
            end
            3'd7: begin
                MEM_ALU_RESULT <= alu_A & alu_B;
            end
        endcase
    end else if (EXE_IR[6:0] == 7'b0110011) begin
        case (EXE_IR[14:12])
            3'd0:begin
                if (EXE_IR[30] == 1'b1) begin
                    MEM_ALU_RESULT <= alu_A - alu_B;
                end else begin
                    MEM_ALU_RESULT <= alu_A + alu_B;
                end
            end
            3'd1: begin
                MEM_ALU_RESULT <= alu_A << alu_B[5:0];
            end
            3'd2:begin
                MEM_ALU_RESULT <= ($signed(alu_A) < $signed(alu_B)) ? (1'd1) : 1'd0;
            end
            3'd3:begin
                MEM_ALU_RESULT <= ($unsigned(alu_A) < $unsigned(alu_B)) ? (1'd1) : 1'd0;
            end
            3'd4: begin
                MEM_ALU_RESULT <= alu_A ^ alu_B;
            end
            3'd5: begin
                if (EXE_IR[30]) begin
                    MEM_ALU_RESULT <= alu_A >>> alu_B[5:0]; 
                end else begin
                    MEM_ALU_RESULT <= alu_A >> alu_B[5:0]; 
                end
            end
            3'd6: begin
                MEM_ALU_RESULT <= alu_A | alu_B;
            end
            3'd7: begin
                MEM_ALU_RESULT <= alu_A & alu_B;
            end
        endcase
    end else if (EXE_IR[6:0] == 7'b0011011) begin
        case (EXE_IR[14:12])
            3'd0: begin
                MEM_ALU_RESULT <= (tempsum[31]) ? {32'hFFFFFFFF, tempsum[31:0]} : {32'd0, tempsum[31:0]};
            end
            3'd1: begin
                MEM_ALU_RESULT <= {32'd0, tempshiftleft[31:0]};
            end
            3'd5: begin
                if (EXE_IR[30]) begin
                    MEM_ALU_RESULT <= {32'd0, tempblah[31:0]};
                end else begin
                    MEM_ALU_RESULT <= {32'd0, tempshiftright[31:0]};
                end
            end
        endcase
    end else if (EXE_IR[6:0] == 7'b0111011) begin
        case (EXE_IR[14:12])
            3'd0: begin
                if (EXE_IR[30] == 1'b1) begin
                MEM_ALU_RESULT <= (tempsubab[31]) ? {32'hFFFFFFFF, tempsubab[31:0]} : {32'd0, tempsubab[31:0]};    
                end else 
                MEM_ALU_RESULT <= (tempsum[31]) ? {32'hFFFFFFFF, tempsum[31:0]} : {32'd0, tempsum[31:0]};
            end
            3'd1: begin
               MEM_ALU_RESULT <= {32'd0, tempshiftleft[31:0]};
            end
            3'd5: begin
                if (EXE_IR[30]) begin
                    MEM_ALU_RESULT <= {32'd0, tempshiftleft[31:0]};
                end else begin
                    MEM_ALU_RESULT <= {32'd0, tempshiftright[31:0]};
                end
            end
        endcase
    end else if (EXE_IR[6:0] == 7'b0110011) begin
        case (EXE_IR[14:12])
            3'd0: begin
                MEM_ALU_RESULT <= temp_mul_uu[63:0];
            end
            3'd1: begin
                MEM_ALU_RESULT <= temp_mul_ss[127:64];
            end
            3'd2: begin
                MEM_ALU_RESULT <= temp_mul_su[127:64];
            end
            3'd3: begin
                MEM_ALU_RESULT <= temp_mul_uu[127:64];
            end
            3'd4: begin
                MEM_ALU_RESULT <= $signed(alu_A) / $signed(alu_B);
            end
            3'd5: begin
                MEM_ALU_RESULT <= $unsigned(alu_A) / $unsigned(alu_B);
            end
            3'd6: begin
                MEM_ALU_RESULT <= $signed(alu_A) % $signed(alu_B);
            end
            3'd6: begin
                MEM_ALU_RESULT <= $unsigned(alu_A) % $unsigned(alu_B);
            end
        endcase
    end else if (EXE_IR[6:0] == 7'b0111011) begin
        case(EXE_IR[14:12])
            3'd0: begin
                if (temp_div[63]) begin
                    MEM_ALU_RESULT <= {32'hFFFFFFFF, temp_mul_uu[31:0]};
                end else begin
                    MEM_ALU_RESULT <= {32'd0, temp_mul_uu[31:0]};
                end
            end
            3'd4: begin
                if (temp_div[63]) begin
                    MEM_ALU_RESULT <= {32'hFFFFFFFF, temp_mul_ss[31:0]};
                end else begin
                    MEM_ALU_RESULT <= {32'd0, temp_mul_ss[31:0]};
                end
            end
            3'd5: begin
                MEM_ALU_RESULT <= {32'd0, temp_mul_uu[31:0]};
            end
            3'd6: begin
                if (temp_div[31]) begin
                    MEM_ALU_RESULT <= {32'hFFFFFFFF, temp_mul_ss[31:0]};
                end else begin
                    MEM_ALU_RESULT <= {32'd0, temp_mul_ss[31:0]};
                end
            end
            3'd7: begin
                MEM_ALU_RESULT <= {32'd0, temp_mul_uu[31:0]};
            end
        endcase
    end
end
else begin
    MEM_NPC <= 0;
    MEM_ECALL <= 0;
    MEM_IR <= 0;
    MEM_SR1 <= 0;
    MEM_SR2 <= 0;
    MEM_CSRFD <= 0;
    MEM_RFD <= 0;
    MEM_V <= 0;
    MEM_ALU_RESULT <= 0;
end
end
assign csrresult = (EXE_IR[13:12] == 2'b01) ? EXE_RFD : (EXE_IR[13:12] == 2'b10) ? (EXE_ALU1 | EXE_RFD) : (EXE_IR[13:12] == 2'b10) ? (EXE_ALU1 & EXE_RFD) : 'd0;
endmodule
```
**flow/run.sh**
```bash
#!/bin/bash
# OpenROAD 26Q1-2900-gdf79404cd8, Yosys 0.63+post, stock flow scripts
make -C /OpenROAD-flow-scripts/flow DESIGN_CONFIG=/design/flow/config.mk WORK_HOME=/design/flow/orfs finish
```
**flow/config.mk**
```make
export PLATFORM = sky130hd
export DESIGN_NAME = execute
export DESIGN_NICKNAME = execute
export VERILOG_FILES = /design/flow/design.v
export SDC_FILE = /design/flow/constraint.sdc
export NUM_CORES = 4
export LEC_CHECK = 1
export CORE_UTILIZATION = 30
```
**flow/constraint.sdc**
```tcl
current_design execute

set clk_period 41.2
set clk_io_pct 0.2

create_clock -name clk0 -period $clk_period [get_ports {clk}]

set non_clock_inputs [all_inputs -no_clocks]
set_input_delay [expr $clk_period * $clk_io_pct] -clock clk0 $non_clock_inputs
set_output_delay [expr $clk_period * $clk_io_pct] -clock clk0 [all_outputs]
```
==> Changelog: implementation <==
### Physical design

- Synth warnings: 3
- Clk sinks: 418
- Top cell area share: 19.1%
- Post-CTS setup buffers: 0
- Post-CTS Resized: 0
- Lkg Pwr: 21.4 nW
- Drc violations: 0
- Fill cells: 15000
- Pre-CTS WS: 22.40 ns
- Syn Std Cell Area: about 44000 µm²
- Critical Path AT: 10.63 ns
- CTS tree: yes
- Fp_density: between 30% and 40%
- Min cycle time layout: ~19 ns
- Peak VDD IR: about 0.036 mV
- CP startpoint kind: input pin
- Max-slew violations: 0
- Routed vias: 56800
- Peak Freq: between 0.05 and 0.06 GHz
- Post-synth EDFFs: 0
- First-pass GRT wire length: approximately 460000 µm
- Largest net degree at the start of global routing: around 98
- Core Area: roughly 140000 µm²
- Initial antenna violation count: 28
- Post-DP HPWL: between 200000 and 300000 µm
- Max-Cap Viols: 0
- CTS Hold Buffers Added: 0
- Worst-margin pin slew: 1.40 ns
- DR pass1 iterations: 9
- YS chip area: about 44000 µm²
- Main flop type after synthesis: dfxtp_1
- Ys async rst share: 0%
- Full die area: roughly 150000 µm²
- Hold Fails Final Rpt: 0
- Final core occ: just under 40%
- Routed wire length: 349000 µm
- GR Overflow Total: 0
- Crit. End Element: output pin
- Outcome: finished clean
- Maximum clock path buffer count: 3
- Final Power: roughly 1.6 mW
- Tightest Hold Check Type: reg2reg
- Layout Skew: 0 ns
- Site Rows: about 140
- Worst hold margin: ~0.47 ns
- Cell Area, Placed: ~55000 µm²
- Post-route setup slack: 22.33 ns
- Finished Layout Cells: 8625
- Port-buffer cells: 808
- Cell taking the most area after synthesis: dfxtp_1
- Inst Count DP: between 8000 and 9000
- Tot GR Track Use: between 40% and 50%
- CTS Buf Count: between 50 and 60
- Synth cell count leaders: 650 x nor2_1, 516 x nand2_1, 482 x o21ai_0, 462 x a21oi_1, 418 x dfxtp_1
- Clk latency late pin: roughly 0.7 ns
- Area grow syn2layout: 29.1%
- Design area: 56400 µm²
- Synth Seq Share: 19.1%
- Final period utilization: ~46%
- # IOs: slightly above 800
- Vias per Instance: 6.59
- Avg WL per Cell: 40.5 µm
- Antenna Nets Post-Route: 0
- Final setup violation count: 0
- Share of cells above drive strength 1: between 10 and 15%
- Die Wd: about 380 µm
- Ranking of synthesized cells by area: dfxtp_1 19%, ha_1 6.0%, nor2_1 5.6%, o21ai_0 5.5%, a21oi_1 5.3%
- Clk slew on worst S/H paths: approximately 0.06 ns
- H-tree levels: 2
- Worst Path Required: about 33 ns
- Cell Type Count: around 98
- Critical Setup Path Class: in2out
- CTS root buf: clkbuf_16
- Vias in the first global route: around 53000
- Power density cells: roughly 29 nW/µm²
- Log Warnings: 168
- RSZ-0062 raised after global routing: no
- Slew HR: under 10%
- Cells after Synth: around 6000
- Die height: 384 µm
- Flops out of synthesis: about 420
- Setup TNS: 0 ns
- Syn Area/Cell: around 7.3 µm²
- Crit Path Max Fanout: 31
- 1st-iter DRT viols: approximately 7000
- Most frequent cell after synthesis: nor2_1
- Routability Congestion: 1.12
- Ys cells: roughly 6000
[worst max-delay path, cell delays in order]
cell and delay, ns:
clkdlybuf4s50_1 0.42, buf_4 0.31, nor2_1 0.18, buf_4 0.38
nand3_1 0.19, nor4_1 0.31, clkdlybuf4s50_1 0.52
[area by class of cell]
cell class,instances,area (µm²),area share [%]
timing repair buffer,1128,10500,18.7
clock buffer,73,1510,2.68
clock inverter,19,149,0.264
antenna,17,42.5,0.0754
tap,1903,2380,4.22
sequential,418,8370,14.8
multi-input combinational,4833,32500,57.7
inverter,234,895,1.59
[layout by cell type, fill, tap and decap left out, drive strengths merged, types with 23 or more instances in the layout]
master,instances
or2,34
buf,328
xnor2,79
clkbuf,73
xor2,27
o2111ai,28
nand4,47
clkdlybuf4s50,800
inv,230
nor2,652
and2,229
or4,45
o31ai,63
o221ai,101
mux2,52
o21bai,41
o32ai,23
and3,36
a221oi,43
a2111oi,26
o211ai,93
nor4,74
o21a,26
nand2b,41
a22oi,71
o21ai,488
a21o,71
mux4,102
nand3,134
a21oi,462
or3,47
o311ai,31
a31oi,93
dfxtp,418
mux2i,159
ha,208
o22ai,76
a211oi,98
nor3,150
nand2,516
[cells by family (layout without fill, tap and decap cells)]
logic type / Yosys count / in the layout / share of synthesized area [%]
compound gates: 2124 / 2124 / 32.6
simple gates: 2080 / 2080 / 22.9
buf+inv: 759 / 1454 / 6.85
flops: 418 / 418 / 19.1
mux: 313 / 313 / 10.3
fa+ha+maj: 210 / 210 / 6.04
xor+xnor: 106 / 106 / 2.12
other cells: 0 / 17 / 0
[per-layer routing]
metal	wire length (µm)	track usage, %
met3	41500	17.2
met5	159	0
met4	25400	27.8
met2	145000	66.2
met1	137000	61.0
[flip-flops by register name, indices dropped and copies added (netlist names)]
name,count
MEM_ALU_RESULT,64
MEM_CSRFD,64
MEM_ECALL,1
MEM_IR,32
MEM_NPC,64
MEM_RFD,64
MEM_SR1,64
MEM_SR2,64
MEM_V,1
[where the power goes]
part	internal (mW)	switching (mW)	total [mW]	leakage [nW]
sequential	0.414	0.00355	0.417	3.39
clock	0.257	0.206	0.462	0.825
combinational	0.233	0.501	0.734	17.1
[path summary, 6_finish.rpt]
| check | from | endpoint | slack, ns | cells past startpoint |
|---|---|---|---|---|
| worst max-delay path | EXE_IR[14] | V_AGEX_TRAP_STALL | 22.33 | 7 |
| worst min-delay path | MEM_ALU_RESULT[61] | MEM_ALU_RESULT[61] | 0.47 | 2 |
| worst max register to register | MEM_ALU_RESULT[27] | MEM_ALU_RESULT[27] | 38.99 | 4 |
| worst min register to register | MEM_ALU_RESULT[61] | MEM_ALU_RESULT[61] | 0.47 | 2 |
Power is estimated from default activity; no workload was simulated.
