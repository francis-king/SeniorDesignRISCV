### /design/flow/config.mk
export PLATFORM = sky130hd
export DESIGN_NAME = register_file
export DESIGN_NICKNAME = register_file
export VERILOG_FILES = /design/flow/design.v
export SDC_FILE = /design/flow/constraint.sdc
export NUM_CORES = 4
export LEC_CHECK = 1
export CORE_UTILIZATION = 40
### /design/flow/constraint.sdc
current_design register_file

set clk_period 21.2
set clk_io_pct 0.2

create_clock -name clk0 -period $clk_period [get_ports {CLK}]

set non_clock_inputs [all_inputs -no_clocks]
set_input_delay [expr $clk_period * $clk_io_pct] -clock clk0 $non_clock_inputs
set_output_delay [expr $clk_period * $clk_io_pct] -clock clk0 [all_outputs]
### /design/flow/design.v
`timescale 1ns / 1ps
module register_file(
    input [4:0] DR,
    input [4:0] SR1,
    input [4:0] SR2,
    input [63:0] WB_DATA,
    input ST_REG,
    input reset,
    output wire [63:0] out_one,
    output wire [63:0] out_two,
    input CLK
);
reg [63:0] regFile [31:0];
integer i;
always @(posedge CLK) begin
    if (reset) begin
        for(i = 0; i < 32; i= i+1)
        begin
            regFile[i] <= 64'd0;
        end 
    end else if (ST_REG) begin
        regFile[DR] <= WB_DATA;
    end
end
assign out_one = regFile[SR1];
assign out_two = regFile[SR2];
endmodule
### /design/flow/run.sh
#!/bin/bash
# OpenROAD 26Q1-2900-gdf79404cd8, Yosys 0.63+post, stock flow scripts
make -C /OpenROAD-flow-scripts/flow DESIGN_CONFIG=/design/flow/config.mk WORK_HOME=/design/flow/orfs finish
==> flow_summary_export.csv <==
group,metric,value,unit
status,status,"complete, no violations",
route,firstDrtPassIters,5,
pwr,clock_power_share,0.391,
placed_design,post-dp-hpwl,257100,µm
worst_setup_path,crit_type,"in2out",
pwr,ir_drop,0.00008539,V
floorplan,design.core.area,265800,µm²
final_layout,drive_above_1_share,0.2330,
grt,grt_use_total,0.3619,
synth,ys_chip_area,107200,µm²
sta,drv_slew,0,
min_path,hold_class,"in2reg",
synth,synth-edff-count,2048,
floorplan,core.rowCount,189,
cts,clock_path_buffers,3,
synth,ys.flops,2048,
pwr,p_sw,2.496,mW
synth,synthTopCellsByCount,"and2_1, edfxtp_1, mux4_2, clkbuf_1, o22ai_1",
synth,most_common_cell,"and2_1",
synth,yosysUniqueCellTypes,41,
sta,setup_tns,0,ps
worst_setup_path,required,16960,ps
sta,setup_ws,7671,ps
route,post_drt_wl_per_cell,41.08,µm
synth,syn_inst,7072,
route,ant_nets,0,
placed_design,pre_cts_slack,7870,ps
sta,hold_viol,0,
synth,flop_cell,"edfxtp_1",
pwr,fin_total_pwr,9.860,mW
floorplan,initial_core_util,0.4034,
cts,cts_tree,"built",
pwr,leakage,40.74,nW
route,remaining_drc_errors,0,
sta,setup_violations,0,
pwr,power_density,81.78,nW/µm²
floorplan,die_h,519.7,µm
placed_design,dpl_cell_area,113400,µm²
cts,post_cts_resized,0,
cts,cts_sinks,2048,
final_layout,top_regs,"regFile x2048",
synth,yosysTopAreaCellShare,0.5736,
min_path,whs_endpoint,"regFile[14][56]",
worst_setup_path,arrival,9290,ps
synth,async_reset_ff_frac,0,
flow_run,warnings,26,
floorplan,die_w,519.7,µm
worst_setup_path,critical_path.endpoint_type,"primary output",
cts,root_buffer,"clkbuf_16",
sta,slew_headroom,0.2282,
grt,grt_pass1_wl,608200,µm
worst_setup_path,startpoint_type,"primary input",
synth,ys_warn_count,1,
sta,whs,4289,ps
final_layout,syn2layout_area_growth,12.45,%
final_layout,largest_reg_flops,2048,
pwr,seqPwrFrac,0.486,
sta,rsz0062_at_grt,"no",
synth,synth.avg_cell_area,15.16,µm²
grt,grt_max_degree,86,
pwr,swShare,0.2532,
route,wl,446200,µm
synth,ys_cells,7072,
placed_design,io_buffers,209,
final_layout,final_area,120600,µm²
cts,clkTransAtPathRegs,70,ps
route,initialDrtViolationCount,5373,
grt,grt_pass1_vias,75070,
pwr,p_int,7.364,mW
worst_setup_path,path_max_fanout,51,
min_path,min-delay-start,"WB_DATA[56]",
grt,grt_overflow_total,0,
sta,tightest_slew,1155,ps
synth,synth_area,107200,µm²
route,viasPerCell,6.410,
route,vias,69610,
synth,seq_area_frac_synth,0.5736,
sta,finalCriticalPeriod,13530,ps
min_path,hold_depth,3,
sta,finalCritPeriodShare,0.6382,
flow_run,cap_violations,0,
cts,cts_htree_levels,4,
sta,max_freq,0.07391,GHz
cts,cts_buffers,214,
synth,largest_area_cell,"edfxtp_1",
cts,cts_setup_buffers,0,
pwr,combPwrFrac,0.123,
synth,topCellsByArea,"edfxtp_1, mux4_2, and2_1",
cts,hold_buffers,0,
floorplan,die_area,270100,µm²
grt,antenna_found_initial,69,
placed_design,place_congestion,0.9709,
final_layout,regMostFlops,"regFile",
floorplan,ios,210,
==> power by group through the flow <==
stage     Sequential [mW]  Combinational (mW)  Clock (mW)
4_1_cts              4.78                1.18        3.88
5_1_grt              4.81                1.25        4.02
6_report             4.79                1.21        3.86
==> worst max-delay path by stage <==
stage	from	end	slack, ps	cells after the start
5_1_grt	SR2[2]	out_two[20]	7720	9
6_report	SR2[2]	out_two[20]	7670	9
4_1_cts	SR2[2]	out_two[20]	7840	9
==> logic make-up after synthesis <==
family | after synthesis | synth area share
simple gates | 2434 | 0.1397
mux | 1189 | 0.2125
flops | 2048 | 0.5736
compound gates | 625 | 0.03926
buf+inv | 776 | 0.03494
==> final cells by class <==
cell class	count	area (µm²)
Timing Repair Buffer	559	4905
Sequential cell	2048	61500
Inverter	1	3.754
Fill cell	22350	145200
Antenna cell	82	205.2
Tap cell	3533	4420
Clock buffer	251	5537
Clock inverter	138	1463
Multi-Input combinational cell	4248	42540
==> through the flow <==
step                  util  instances
floorplan                -       7072
global placement    0.4265      10390
CTS                 0.4528      10780
finish              0.4536      10860
detailed placement  0.4265      10390
global route        0.4531      10810
==> per-layer routing <==
| layer | up-vias | GRT usage | part of all wire | wire length [µm] |
|---|---|---|---|---|
| met3 | 1402 | 0.3373 | 0.21 | 93130 |
| met4 | 93 | 0.2005 | 0.070 | 31090 |
| met1 | 34080 | 0.3643 | 0.29 | 128500 |
| li1 | 27460 | - | - | - |
| met2 | 6577 | 0.4791 | 0.43 | 190700 |
| met5 | - | 0.08863 | 0.0061 | 2742 |
==> worst max-delay path: stages <==
cell	delay, ps
buf_8	400
buf_4	660
buf_4	670
buf_4	610
buf_4	710
mux4_2	340
o22ai_1	120
nor4_1	680
clkdlybuf4s50_1	620
==> cells in the final DEF, fill, tap and decap left out, types with 5 or more instances in the layout <==
| cell type | count |
|---|---|
| nor4_1 | 81 |
| nor2_4 | 38 |
| buf_4 | 336 |
| a21oi_1 | 39 |
| nor3_1 | 6 |
| nand2_4 | 5 |
| edfxtp_1 | 2048 |
| nand3b_1 | 6 |
| a211oi_1 | 35 |
| o21ai_0 | 5 |
| diode_2 | 82 |
| clkinvlp_4 | 11 |
| buf_8 | 5 |
| buf_12 | 14 |
| clkinv_1 | 45 |
| nand3_1 | 48 |
| nor2b_1 | 39 |
| a2111oi_0 | 12 |
| clkinv_2 | 40 |
| mux2i_1 | 290 |
| nor2_2 | 8 |
| o22ai_1 | 315 |
| or2_4 | 33 |
| clkbuf_16 | 216 |
| nand2_1 | 14 |
| nand4_1 | 29 |
| a221oi_1 | 5 |
| nand2b_1 | 8 |
| mux2_2 | 32 |
| and2_1 | 2053 |
| inv_6 | 6 |
| nor2_1 | 23 |
| mux4_2 | 867 |
| bufinv_16 | 28 |
| clkbuf_1 | 35 |
| nor4_2 | 11 |
| clkdlybuf4s50_1 | 201 |
| a22oi_1 | 209 |
No activity file was given, so power comes from the tool's default toggle rates.
